===== design/flow/run.sh =====
#!/bin/bash
# OpenROAD 26Q1-2900-gdf79404cd8, Yosys 0.63+post, stock flow scripts
make -C /OpenROAD-flow-scripts/flow DESIGN_CONFIG=/design/flow/config.mk WORK_HOME=/design/flow/orfs finish

===== design/flow/config.mk =====
export PLATFORM = sky130hd
export DESIGN_NAME = uart_duplex
export DESIGN_NICKNAME = uart_duplex
export VERILOG_FILES = /design/flow/design.v
export SDC_FILE = /design/flow/constraint.sdc
export NUM_CORES = 4
export LEC_CHECK = 1
export CORE_UTILIZATION = 40

===== design/flow/design.v =====
module uart_duplex
  #(parameter CLK_DIV_WIDTH=8
    )
   (
    input 		      clk,
    input 		      resetb,
    input [CLK_DIV_WIDTH-1:0] clk_div,
    input [1:0] 	      parity_mode,
    input [1:0]		      parity_error_mode,
    input 		      rx,
    output 		      re,
    output 		      rx_error,
    output [7:0] 	      rx_data,
    output 		      rx_busy,
    output 		      tx,
    input [7:0] 	      tx_data,
    input 		      we,
    output 		      tx_busy,
    output 		      tx_done
    );
   uart_tx #(.CLK_DIV_WIDTH(CLK_DIV_WIDTH))
   uart_tx
     (
      .clk(clk),
      .resetb(resetb),
      .clk_div(clk_div),
      .tx(tx),
      .datai(tx_data),
      .parity_mode(parity_mode),
      .we(we),
      .busy(tx_busy),
      .done(tx_done)
      );
   uart_rx #(.CLK_DIV_WIDTH(CLK_DIV_WIDTH))
   uart_rx
     (
      .clk(clk),
      .resetb(resetb),
      .clk_div(clk_div),
      .rx(rx),
      .parity_mode(parity_mode),
      .parity_error_mode(parity_error_mode),
      .re(re),
      .error(rx_error),
      .datao(rx_data),
      .busy(rx_busy)
      );
endmodule
module uart_rx
  #(parameter CLK_DIV_WIDTH=8,
    parameter START_BIT = 0,
    parameter STOP_BIT  = 1
    )
   (
    input 		      clk,
    input 		      resetb,
    input [CLK_DIV_WIDTH-1:0] clk_div,
    input 		      rx,
    input [1:0] 	      parity_mode,
    input [1:0]		      parity_error_mode,
    output reg 		      re,
    output reg 		      error,
    output reg [7:0] 	      datao,
    output reg 		      busy
    );
   reg [CLK_DIV_WIDTH-1:0] clk_div_counter;
   wire [CLK_DIV_WIDTH-1:0] next_clk_div_counter = clk_div_counter + 1;
   wire clk_pulse_wire = next_clk_div_counter >= clk_div;
   reg 	clk_pulse0, clk_sync;
   wire clk_pulse = clk_pulse0 && !clk_sync;
   always@(posedge clk or negedge resetb) begin
      if(!resetb) begin
	 clk_div_counter <= 0;
	 clk_pulse0 <= 0;
      end else begin
	 clk_pulse0 <= clk_pulse_wire && !clk_sync;
	 if(clk_sync) begin
	    clk_div_counter <= (clk_div >> 1)+2;
	 end else if(clk_pulse_wire) begin
	    clk_div_counter <= 0;
	 end else begin
	    clk_div_counter <= next_clk_div_counter;
	 end
      end
   end 
   reg  [10:0] data_s;
   wire [10:0] next_data_s = { rx_s, data_s[10:1] };
   reg 	      rx_s, rx_ss;
   wire       start_detect = (rx_s == START_BIT) && (rx_ss == STOP_BIT);
   reg [3:0]  bit_counter;
   wire [3:0] stop_count = (parity_mode[1]) ? 10 : 9;
   wire       parity_raw = next_data_s[8] + next_data_s[7] + next_data_s[6] + next_data_s[5] + next_data_s[4] + next_data_s[3] + next_data_s[2] + next_data_s[1];
   wire       parity_calc = (parity_mode[0]) ? ~parity_raw : parity_raw;
   wire       parity_error0 = parity_calc != next_data_s[9];
   wire [3:0] shift = (10-stop_count);
   always@(posedge clk or negedge resetb) begin
      if(!resetb) begin
	 busy   <= 0;
	 data_s <= 0;
	 rx_s   <= 0;
	 rx_ss  <= 0;
	 clk_sync <= 0;
	 bit_counter <= 0;
	 error <= 0;
         datao <= 0;
         re <= 0;
      end else begin
	 rx_s <= rx;
	 rx_ss <= rx_s;
	 if(busy) begin
	    clk_sync <= 0;
	    if(clk_pulse) begin
	       data_s <= next_data_s;
	       bit_counter <= bit_counter + 1;
	       if(bit_counter == stop_count) begin
		  busy <= 0;
		  if((next_data_s[shift] == START_BIT) && 
		     (next_data_s[10] == STOP_BIT)) begin
		     error <= (parity_error_mode==0) ? 0 : parity_error0;
		     if(parity_error_mode==0  || !parity_mode[1] || parity_error_mode==2) begin
			re <= 1;
		     end else begin
			if(parity_error0) begin
			   re <= 0;
			end else begin
			   re <= 1;
			end
		     end
		  end
		  if(shift == 1) begin
		     datao <= next_data_s[9:2];
		  end else begin
		     datao <= next_data_s[8:1];
		  end
	       end
	    end
	 end else begin
	    re          <= 0;
	    error       <= 0;
	    bit_counter <= 0;
	    if(start_detect) begin
	       clk_sync <= 1;
	       busy     <= 1;
	    end
	 end
      end
   end 
endmodule
module uart_tx
  #(parameter CLK_DIV_WIDTH=8,
    parameter START_BIT = 0,
    parameter STOP_BIT  = 1
    )
   (
    input clk,
    input resetb,
    input [CLK_DIV_WIDTH-1:0] clk_div,
    output reg tx,
    input [7:0] datai,
    input [1:0] parity_mode,
    input we,
    output reg busy,
    output reg done
    );
   reg [CLK_DIV_WIDTH-1:0] clk_div_counter;
   wire [CLK_DIV_WIDTH-1:0] next_clk_div_counter = clk_div_counter + 1;
   wire clk_pulse_wire = next_clk_div_counter >= clk_div;
   reg 	clk_pulse;
   always@(posedge clk or negedge resetb) begin
      if(!resetb) begin
	 clk_div_counter <= 0;
	 clk_pulse <= 0;
      end else begin
	 clk_pulse <= clk_pulse_wire;
	 if(clk_pulse_wire) begin
	    clk_div_counter <= 0;
	 end else begin
	    clk_div_counter <= next_clk_div_counter;
	 end
      end
   end 
   wire endtx    = 1'b1;
   wire startbit = START_BIT;
   wire stopbit  = STOP_BIT;
   wire parity_raw = datai[7] + datai[6] + datai[5] + datai[4] + datai[3] + datai[2] + datai[1] + datai[0];
   wire paritybit = parity_mode[0] ? !parity_raw : parity_raw;
   wire [11:0] data_tx_parity = { endtx, stopbit, paritybit, datai, startbit };
   wire [11:0] data_tx_noparity={ 1'b0,  endtx,   stopbit,   datai, startbit };
   wire [11:0] data_tx = (parity_mode[1]) ? data_tx_parity : data_tx_noparity;
   reg [11:0]  data_s;
   always@(posedge clk or negedge resetb) begin
      if(!resetb) begin
	 busy   <= 0;
	 done   <= 0;
	 data_s <= 0;
	 tx     <= stopbit;
      end else begin
	 if(busy) begin
	    if(clk_pulse) begin
	       data_s <= data_s >> 1;
	       if(data_s == 1) begin
		  busy <= 0;
		  done <= 1;
	       end else begin
		  tx <= data_s[0];
	       end
	    end
	 end else begin
	    if(we) begin
	       busy <= 1;
  	       data_s <= data_tx;
	    end
	    done <= 0;
	 end
      end
   end 
endmodule

===== design/flow/constraint.sdc =====
current_design uart_duplex

set clk_period 2.4
set clk_io_pct 0.2

create_clock -name clk0 -period $clk_period [get_ports {clk}]

set non_clock_inputs [all_inputs -no_clocks]
set_input_delay [expr $clk_period * $clk_io_pct] -clock clk0 $non_clock_inputs
set_output_delay [expr $clk_period * $clk_io_pct] -clock clk0 [all_outputs]

==> impl_metrics.json <==
{
  "status": "finished, final reports clean",
  "netlist-cell-type-count": 42,
  "crit_slowest_cell": "a2111oi_2",
  "area_delta_synth_final_pct": 23.3,
  "gp_congestion": 0.848,
  "portBuffers": 37,
  "r2r_end": "uart_tx.clk_div_counter[7]",
  "path_class": "register to register",
  "cp-end-kind": "register",
  "final_area_um2": 4180,
  "synth_area_per_cell_um2": 10.6,
  "wl_per_cell_um": 13.1,
  "worst-path-max-fanout": 9,
  "worstPathRequired_ns": 2.64,
  "fp_util": 0.413,
  "tightest_slew_ns": 0.599,
  "area_leaders": "dfrtp_1 (44%), ha_1 (7.4%), xnor2_1 (6.2%)",
  "die_width_um": 94.1,
  "cellPowerDensity_nw_per_um2": 1090,
  "p_leak_nw": 1.87,
  "cts.hold.buffers_added": 0,
  "finalHoldViolCount": 0,
  "vias_per_cell": 5.06,
  "wirelength_um": 6300,
  "io_pins": 38,
  "drt_iter0_markers": 75,
  "wl_met3_um": 212,
  "syn-cell-area_um2": 3390,
  "slew_viol_final": 0,
  "path_cells": "ha_2 -> nand3_1 -> xnor2_2 -> ha_1 -> a21o_1 -> a2111oi_2 -> o21ai_1 -> buf_4 -> a21boi_0",
  "wl_met1_um": 3190,
  "arrival_ns": 2.49,
  "die.size.y_um": 94.1,
  "vias": 2428,
  "antenna_found_initial": 0,
  "warnings": 25,
  "place_area_um2": 3930,
  "cts_tree": "yes",
  "min_path_type": "primary input to asynchronous set/reset pin",
  "drive_above_1_share": 0.133,
  "postRouteAntennaNets": 0,
  "crit_path_max_incr_delay_ns": 0.37,
  "r2r_slack_ns": 0.15,
  "fmax_ghz": 0.444,
  "ys_sh_mux": 0.0989,
  "start_kind": "register",
  "drc": 0,
  "clock_path_buffers": 2,
  "clock_skew_ns": 0.00979,
  "grt_pass1_vias": 2306,
  "clock-sinks": 61,
  "clk_latency_ns": 0.33,
  "synth-seq-cells": 61,
  "ys_sh_xor": 0.0945,
  "yosys_warnings": 2,
  "grt_pass1_wl_um": 11000,
  "postSynthSeqShare": 0.451,
  "vdd_drop_max_v": 0.000626,
  "grt_overflow": 0,
  "htree_levels": 3,
  "ys_area_um2": 3390,
  "dp_hpwl_um": 4440,
  "grt_start_max_net_pins": 38,
  "grt_usage": 0.162,
  "final_cells": 480,
  "simple_gate_share": 0.134,
  "core_area_um2": 8220,
  "diodes": 0,
  "ys_cells": 321,
  "dp.cells": 462,
  "finalSetupViolations": 0,
  "synth_top_area_share": 0.443,
  "r2r-start": "uart_tx.clk_div_counter[0]",
  "logic_family": "simple AND/OR/NAND/NOR gates",
  "relSlewSlack": 0.601,
  "period_needed_ns": 2.25,
  "clk_pin_slew_ns": 0.07,
  "fin_crit_sh": 0.939,
  "maxCapViolCount": 0,
  "top_layer": "met4",
  "rr_worst_depth": 9,
  "cts-root-buf": "clkbuf_8",
  "synthCells": 321,
  "first_pass_iters": 4,
  "fp-row-count": 33,
  "final.setup.tns_ns": 0,
  "cts_inserted_buffers": 9,
  "dr_wl_met2_um": 2830,
  "grt_setup_unrepaired": "no",
  "synthAdderAreaFrac": 0.0738,
  "finish.utilization": 0.509,
  "synthAoiAreaFrac": 0.124,
  "chip_area_um2": 8850,
  "synth_area_leader_cell": "dfrtp_1"
}
[worst max path at each step]
| stage | from | end | slack [ns] | cells past startpoint |
|---|---|---|---|---|
| CTS | uart_tx.clk_div_counter[1] | uart_tx.clk_div_counter[7] | 0.005 | 9 |
| global route | uart_tx.clk_div_counter[1] | uart_tx.clk_div_counter[5] | 0.001 | 9 |
| finish | uart_tx.clk_div_counter[0] | uart_tx.clk_div_counter[7] | 0.15 | 9 |
[layout make-up]
type	instances	area, um^2
Tap cell	105	131
Fill cell	743	4040
Inverter	8	30.0
Multi-Input combinational cell	240	1800
Timing Repair Buffer	50	475
Sequential cell	61	1530
Clock inverter	6	86.3
Clock buffer	10	128
[placed cells by master, fill, tap and decap left out, types with 3 or more instances in the layout]
cell / synthesis / routed
nor4_1: 3 / 3
nor2b_1: 13 / 13
a21oi_1: 23 / 23
o21ai_0: 6 / 5
ha_1: 20 / 19
a21boi_0: 7 / 7
xnor2_1: 24 / 22
nand3_1: 10 / 10
mux2_2: 12 / 12
inv_1: 8 / 8
a211oi_1: 10 / 10
a21o_1: 4 / 3
nor2_1: 22 / 22
nor3_1: 3 / 3
mux2i_1: 20 / 20
dfrtp_1: 60 / 60
and3_1: 3 / 3
clkbuf_8: 0 / 9
nand2b_1: 4 / 4
o22ai_1: 5 / 5
buf_4: 2 / 12
and2_1: 4 / 4
xor2_1: 10 / 10
clkdlybuf4s50_1: 0 / 36
nand2_1: 18 / 18
[power by group]
part           switching, mW  internal, mW  total (mW)
Sequential             0.359          1.41        1.76
Combinational          0.773          1.04        1.82
Clock                  0.404         0.585       0.989
[synthesized netlist by cell type (all sizes together)]
library cell  instances
dfrtp                60
xnor2                24
a21oi                23
nor2                 22
ha                   20
mux2i                20
nand2                19
nor2b                13
mux2                 12
a211oi               10
nand3                10
xor2                 10
inv                   8
a21boi                7
buf                   7
o21ai                 7
clkbuf                5
o22ai                 5
a21o                  4
and2                  4
nand2b                4
and3                  3
nor3                  3
nor4                  3
nand3b                2
nor4b                 2
o21a                  2
o311ai                2
o31ai                 2
a2111oi               1
a31o                  1
a31oi                 1
and3b                 1
dfstp                 1
nand4                 1
o2111ai               1
xnor3                 1
[logic make-up (layout without fill, tap and decap cells)]
group | after synthesis | in the layout
DFF | 61 | 61
muxes | 32 | 32
buffers and inverters | 20 | 74
adders and majority gates | 20 | 20
AOI/OAI and AO/OA | 66 | 66
and+or+nand+nor | 87 | 87
xor gates and xnor gates | 35 | 35
[registers in the layout, indices dropped and copies added, names as in the netlist]
signal and cells:
uart_tx.done 1, uart_rx.rx_ss 1, uart_tx.busy 1, uart_rx.clk_div_counter 8, uart_tx.clk_div_counter 8, uart_tx.tx 1
uart_tx.data_s 12, uart_rx.data_s 10, uart_rx.clk_sync 1, uart_rx.datao 8, uart_rx.bit_counter 4, uart_rx.re 1
uart_rx.busy 1, uart_tx.clk_pulse 1, uart_rx.clk_pulse0 1, uart_rx.error 1, uart_rx.rx_s 1
[stage by stage]
stage | worst slack, ns | power (mW) | hold slack (ns)
after floorplan | 0.258 | 3.01 | 0.184
after global placement | -0.0727 | 3.50 | 0.469
after detailed placement | -0.207 | 3.53 | 0.478
after CTS | 0.00451 | 4.58 | 0.154
after global routing | 0.00120 | 4.96 | 0.172
final | 0.147 | 4.57 | 0.142
[critical path, delay by kind of cell, from the launching register on]
family / cells / cell delay [ns]
flip-flops: 1 / 0.35
adder cells (fa/ha/maj): 2 / 0.49
AND/OR/NAND/NOR: 1 / 0.14
buffers and inverters: 1 / 0.17
XOR/XNOR: 1 / 0.18
AND-OR/OR-AND: 4 / 0.84
[layer usage]
layer | global-route usage | vias up
met1 | 0.252 | 1152
met5 | 0 | -
met4 | 0.0128 | 0
li1 | - | 1244
met3 | 0.0362 | 5
met2 | 0.249 | 27
[repair_timing]
item / CTS / global route
pin swaps: 0 / 1
buffers inserted: 1 / 1
resized: 0 / 7
setup endpoints to repair: 9 / 14
Power is estimated from default activity; no workload was simulated.
